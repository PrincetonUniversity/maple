==> ./design.v <==
module fifo_buffer
  #(
    parameter INFLIGHT_IDX = 2,
    parameter SIZE = 64
  )
(
    input  wire                          clk,
    input  wire                          rst_n,
    input  wire                          val_i,
    input  wire                          rdy_i,
    input  wire [SIZE-1:0]               data_i,
    output wire                          val_o,
    output wire [SIZE-1:0]               data_o, 
    output wire                          rdy_o
);
genvar j;
localparam INFLIGHT = 2**INFLIGHT_IDX;
reg [INFLIGHT    -1:0] buffer_val_r; 
reg [INFLIGHT_IDX-1:0] buffer_head_r;
reg [INFLIGHT_IDX-1:0] buffer_tail_r;
reg [SIZE-1:0] buffer_data_r [INFLIGHT-1:0];
wire in_hsk  = val_i && rdy_o;
wire out_hsk = val_o && rdy_i;
wire [INFLIGHT-1:0] add_buffer;
wire [INFLIGHT-1:0] clr_buffer;
assign add_buffer = ({{INFLIGHT-1{1'b0}}, 1'b1} << buffer_head_r) & {INFLIGHT{in_hsk}};
assign clr_buffer = ({{INFLIGHT-1{1'b0}}, 1'b1} << buffer_tail_r) & {INFLIGHT{out_hsk}};
always @(posedge clk) begin
    if (!rst_n) begin
        buffer_head_r <= {INFLIGHT_IDX{1'b0}};
        buffer_tail_r <= {INFLIGHT_IDX{1'b0}};
    end else begin
        if (in_hsk) begin
            buffer_head_r <= buffer_head_r + {{INFLIGHT_IDX-1{1'b0}}, 1'b1};
        end
        if (out_hsk) begin
            buffer_tail_r <= buffer_tail_r + {{INFLIGHT_IDX-1{1'b0}}, 1'b1};
        end
    end  
end
generate
    for ( j = 0; j < INFLIGHT; j = j + 1) begin: buffers_gen
        always @(posedge clk) begin
            if (!rst_n) begin
              buffer_val_r [j] <= 1'b0;
            end else begin
              buffer_val_r[j] <= add_buffer[j] || buffer_val_r[j] && !clr_buffer[j];
            end
        end
        always @(posedge clk) begin
            if (add_buffer[j]) begin
                buffer_data_r[j] <= data_i;
            end 
        end
    end
endgenerate
assign data_o = buffer_data_r[buffer_tail_r];
assign val_o  = |buffer_val_r;
assign rdy_o  = !(&buffer_val_r);
endmodule
==> ./run.sh <==
#!/bin/bash
# OpenROAD 26Q1-2900-gdf79404cd8, Yosys 0.63+post, stock flow scripts
make -C /OpenROAD-flow-scripts/flow DESIGN_CONFIG=/design/flow/config.mk WORK_HOME=/design/flow/orfs finish
==> ./config.mk <==
export PLATFORM = sky130hd
export DESIGN_NAME = fifo_buffer
export DESIGN_NICKNAME = fifo_buffer
export VERILOG_FILES = /design/flow/design.v
export SDC_FILE = /design/flow/constraint.sdc
export NUM_CORES = 4
export LEC_CHECK = 1
export CORE_UTILIZATION = 50
==> ./constraint.sdc <==
current_design fifo_buffer

set clk_period 7.3
set clk_io_pct 0.2

create_clock -name clk0 -period $clk_period [get_ports {clk}]

set non_clock_inputs [all_inputs -no_clocks]
set_input_delay [expr $clk_period * $clk_io_pct] -clock clk0 $non_clock_inputs
set_output_delay [expr $clk_period * $clk_io_pct] -clock clk0 [all_outputs]
==> flow_summary_export.csv <==
group,metric,value,unit
power,peakVddDrop,247,uV
setup_path,cp-start-kind,"flop",
floorplanning,die_x,142,um
clocking,clock-sinks,264,
drt,via_per_inst,5.60,
clocking,ctsHtreeMaxLevel,1,
clocking,cts-resized-gates,0,
power,total_power,3.36,mW
drt,ant_nets,0,
floorplanning,chipArea,20200,um^2
clocking,clk_path_buf_depth,3,
finish,drive_gt1_share,7.73,%
power,p_comb_share,10.1,%
drt,drtIter0Drc,354,
floorplanning,floorplan.core_util,51.7,%
logic_synthesis,compound_area_share,7.56,%
floorplanning,rows,50,
logic_synthesis,synth_area,9840,um^2
logic_synthesis,yosys_warnings,2,
floorplanning,die_y,142,um
power,leakagePower,4.52,nW
setup_path,critPathArrivalTime,3.26,ns
power,switching_share,20.1,%
logic_synthesis,ys_sh_adder,1.14,%
setup_path,path_class,"reg2out",
logic_synthesis,synth_flops,264,
finish,fill_cells,1320,
power,p_seq_share,51.9,%
final_timing,post-route-period-util,64.6,%
final_timing,rsz0062_at_grt,"false",
drt,num_vias,5301,
grt,antenna_found_initial,2,
logic_synthesis,ys_top_logic_family,"AND-OR/OR-AND gates",
placed_design,dp_hpwl,10.4,mm
clocking,cts_hold_buf,0,
setup_path,critPathCaptureType,"primary output",
final_timing,final_max_slew_viol_count,0,
finish,logic_area,1630,um^2
grt,overflow,0,
final_timing,skew,0.0102,ns
grt,track_usage,21.6,%
power,intPower,2.69,mW
clocking,cts_tree,"built",
finish,seq_area,7850,um^2
grt,grt_pass1_wl,29.4,mm
final_timing,hold_viol,0,
drt,drc,0,
finish,area_delta_synth_final,24.9,%
logic_synthesis,syn-mean-instance-area,18.7,um^2
clocking,clockRootBuffer,"clkbuf_16",
clocking,cts.clk_slew.worst_paths,0.06,ns
placed_design,port_buffers,133,
final_timing,fmax,212,MHz
setup_path,required,5.84,ns
logic_synthesis,synth-edff-count,256,
floorplanning,coreArea,19000,um^2
logic_synthesis,ys_sh_mux,6.51,%
clocking,numCtsBuffers,27,
drt,firstDrtPassIters,6,
clocking,worstSkewPairLatency,0.52,ns
logic_synthesis,yosys_area,9840,um^2
logic_synthesis,synthArstFlopShare,0,%
clocking,post_cts_buffers,0,
floorplanning,io_pins,134,
final_timing,max-slew-margin-rel,45.1,%
setup_path,critPathMaxFanout,33,
logic_synthesis,xor_share,0.0890,%
run_status,status,"complete, no violations",
min_path,hold_path_class,"reg2reg",
logic_synthesis,yosysCellCount,525,
grt,grt_pass1_vias,5616,
drt,wl_per_cell,20.1,um
drt,routed_wl,19.0,mm
finish,most-common-layout-cells,"edfxtp_1 (256), clkdlybuf4s50_1 (133), inv_1 (68), a222oi_1 (64), mux2i_1 (64)",
final_timing,tightest_slew,0.824,ns
power,p_sw,0.675,mW
final_timing,fin_setup_tns,0,ns
final_timing,period_needed,4.72,ns
power,p_clk_share,38.0,%
logic_synthesis,seq_area_frac_synth,79.8,%
grt,grt_max_degree,49,
flow_run,warnings,32,
flow_run,max-cap-violations,0,
power,powerDensity,273,nW/um^2
logic_synthesis,yosysUniqueCellTypes,21,
final_timing,setup_viol,0,
logic_synthesis,ys.flop_type,"edfxtp_1",
finish,final_common_cell,"edfxtp_1",
logic_synthesis,simple_gate_share,0.890,%
logic_synthesis,syn_inst,525,
placed_design,globalplace.congestion,0.758,
-- state kept, by name, summed over array words and instances (netlist names) --
| register | flops |
|---|---|
| buffer_data_r | 256 |
| buffer_head_r | 2 |
| buffer_tail_r | 2 |
| buffer_val_r | 4 |
-- layout make-up --
cell class / count / share of cell area, %
Sequential cell: 264 / 63.9
Multi-Input combinational cell: 164 / 13.3
Timing Repair Buffer: 141 / 11.3
Clock buffer: 39 / 6.03
Tap cell: 260 / 2.65
Inverter: 68 / 2.08
Clock inverter: 10 / 0.764
Antenna cell: 1 / 0.0204
-- cells by family (layout without fill, tap and decap cells) --
family                     Yosys count  in the layout
DFF                                264            264
buffers and inverters               97            258
AOI/OAI and AO/OA                   76             76
muxes                               64             64
and+or+nand+nor                     14             14
adders and majority gates            9              9
xor gates and xnor gates             1              1
other                                0              1
-- power groups by stage --
stage / combinational, mW / sequential (mW) / clock (mW)
CTS: 0.346 / 1.74 / 1.31
global route: 0.371 / 1.75 / 1.37
finish: 0.338 / 1.74 / 1.28
-- cell usage after synthesis, types with 3 or more instances --
master    count  area share [%]
ha_1          9             1.1
a222oi_1     64             6.5
and3_1        4            0.25
o21a_1        4            0.31
dfxtp_1       8             1.6
buf_2        25             1.3
nand2_1       3            0.11
inv_1        68             2.6
a21boi_0      4            0.31
mux2i_1      64             6.5
edfxtp_1    256              78
clkbuf_1      4            0.15
-- critical path, stage by stage (launching register included) --
cell,delay (ns)
dfxtp_1,0.35
inv_1,0.15
ha_2,0.75
buf_4,0.52
a222oi_1,0.19
mux2i_1,0.26
clkdlybuf4s50_1,0.50
-- final timing paths --
check                   startpoint               end  slack [ns]  depth (start not counted)
setup / recovery  buffer_tail_r[0]        data_o[60]        2.58                          6
hold / removal    buffer_head_r[0]  buffer_head_r[0]        0.50                          2
setup reg to reg  buffer_tail_r[1]   buffer_val_r[1]        5.06                          5
hold reg to reg   buffer_head_r[0]  buffer_head_r[0]        0.50                          2
-- routing by layer --
metal / up-vias / track usage (%) / wire length, um
li1: 2408 / - / -
met2: 279 / 32.0 / 9100
met4: 2 / 4.19 / 414
met5: - / 0 / 11
met1: 2577 / 32.8 / 7480
met3: 35 / 10.6 / 2020
-- stage by stage --
stage	util [%]	hold slack, ns	instances	setup slack (ns)	area, um^2
3_3_place_gp	60.2	0.473	897	3.09	11500
4_1_cts	64.6	0.496	946	2.52	12300
5_1_grt	64.6	0.533	947	2.33	12300
6_report	64.6	0.498	947	2.58	12300
3_5_place_dp	60.2	0.488	897	3.06	11500
2_1_floorplan	-	0.461	525	3.84	9840
Power and IR drop assume default switching activity.
