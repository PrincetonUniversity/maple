File: /design/flow/config.mk
export PLATFORM = sky130hd
export DESIGN_NAME = store_mshr
export DESIGN_NICKNAME = store_mshr
export VERILOG_FILES = /design/flow/design.v
export SDC_FILE = /design/flow/constraint.sdc
export NUM_CORES = 4
export LEC_CHECK = 1
export CORE_UTILIZATION = 30
File: /design/flow/constraint.sdc
current_design store_mshr

set clk_period 4.9
set clk_io_pct 0.2

create_clock -name clk0 -period $clk_period [get_ports {clk}]

set non_clock_inputs [all_inputs -no_clocks]
set_input_delay [expr $clk_period * $clk_io_pct] -clock clk0 $non_clock_inputs
set_output_delay [expr $clk_period * $clk_io_pct] -clock clk0 [all_outputs]
File: /design/flow/design.v
module store_mshr 
  #(
    parameter MB_SIZE_BITS = 5,  
    parameter MB_SIZE = 2 << MB_SIZE_BITS,
    parameter MB_DATA_BITS = 64
  )
(
    input  wire                          clk,
    input  wire                          rst_n,
    input  wire                          mb_add_val, 
    output wire                          mb_add_rdy, 
    output wire                          mb_add_hsk, 
    output wire  [MB_SIZE_BITS-1:0]      mb_add_idx,
    output wire                          mb_clr_val, 
    input  wire                          mb_clr_rdy, 
    output wire  [MB_SIZE_BITS-1:0]      mb_clr_idx, 
    input  wire                          mb_fill_val,
    input  wire  [MB_SIZE_BITS-1:0]      mb_fill_idx,
    input  wire  [MB_DATA_BITS-1:0]      mb_fill_data
);
reg  [MB_SIZE-1:0][MB_DATA_BITS-1:0] mb_slot_data;
reg  [MB_SIZE-1:0] mb_slot_val;
reg  [MB_SIZE-1:0] mb_slot_pend;
wire [MB_SIZE-1:0] mb_fill_entry;
wire [MB_SIZE-1:0] mb_clr_entry;
wire [MB_SIZE-1:0] mb_add_entry;
wire               mb_clr_hsk;
reg [MB_SIZE_BITS-1:0 ] head;
reg [MB_SIZE_BITS-1:0 ] tail;
assign mb_add_rdy = !mb_slot_val[tail];
assign mb_add_hsk = mb_add_val && mb_add_rdy;
assign mb_add_idx = tail;
assign mb_clr_val = mb_slot_val[head] && !mb_slot_pend[head];
assign mb_clr_hsk = mb_clr_val && mb_clr_rdy;
assign mb_clr_idx = head;
genvar j;
generate
    for ( j = 0; j < MB_SIZE; j = j + 1) begin: mb_gen
        assign mb_fill_entry [j] = mb_fill_val && (j[MB_SIZE_BITS-1:0] == mb_fill_idx);
        assign mb_clr_entry[j] = mb_clr_val  && (j[MB_SIZE_BITS-1:0] == mb_clr_idx);
        assign mb_add_entry  [j] = mb_add_hsk  && (j[MB_SIZE_BITS-1:0] == mb_add_idx);
        always @(posedge clk) begin
              if (!rst_n) begin
                  mb_slot_val[j] <= 1'b0;
              end else begin
                  mb_slot_val[j] <= mb_add_entry[j] || mb_slot_val[j] && !mb_clr_entry[j];
              end
        end
        always @(posedge clk) begin
              mb_slot_pend[j] <= mb_add_entry[j] || mb_slot_pend[j] && !mb_fill_entry[j];
              if (mb_fill_entry[j]) begin
                  mb_slot_data[j] <= mb_fill_data;
              end
        end
    end  
endgenerate
always @(posedge clk) begin
    if (!rst_n) begin
        head <= {MB_SIZE_BITS{1'b0}};
        tail <= {MB_SIZE_BITS{1'b0}};
    end else begin
        if (mb_add_hsk) begin  
              tail <= tail + {{MB_SIZE_BITS-1{1'b0}}, 1'b1};
        end
        if (mb_clr_hsk) begin  
              head <= head + {{MB_SIZE_BITS-1{1'b0}}, 1'b1};
        end
    end  
end
endmodule
File: /design/flow/run.sh
#!/bin/bash
# OpenROAD 26Q1-2900-gdf79404cd8, Yosys 0.63+post, stock flow scripts
make -C /OpenROAD-flow-scripts/flow DESIGN_CONFIG=/design/flow/config.mk WORK_HOME=/design/flow/orfs finish
==> changes_impl.md <==
### Physical design

- Setup_tns: 0 ns
- Pleak: 1.79 nW
- Most Crowded Layer GR: met1
- Crit path capture type: output pin
- Internal power: 0.00118 W
- DP HPWL: 7570 um
- Antenna cells: 0
- Final setup fails: 0
- Std-Cell Rows: 42
- Clk_skew: 0.00649 ns
- Comb. cell area: 2390 um2
- Clock share of power: 0.406
- Syn Inst Count: 442
- DRC Markers: 0
- Worst VDD drop: 0.159 mV
- Wire length of the first global-routing pass: 18300 um
- Arr. time, crit path: 3.35 ns
- Slew headroom: 0.417
- Commonest flop: dfxtp_1
- CP startpoint: head[0]
- Total CTS buffers: 9
- Post-CTS Hold Fix Bufs: 0
- Clock Tree Buf Depth: 2
- Post-synth top area cell: dfxtp_1
- PortBufs: 22
- Reg2reg start: tail[0]
- Total core area: 13300 um2
- Post-synthesis sequential area ratio: 0.357
- Yosys stat cell total: 442
- Yosys Chip Area: 4150 um2
- Final min period: 4.33 ns
- Fin. max-slew vios: 0
- Vias: 3503
- WS Path Type: reg2out
- Finished Core Util: 0.358
- Die area: 14300 um2
- Logic gate share of total power: 0.168
- Fillers: 1333
- Vias in the first global route: 3279
- CP startpoint kind: flip-flop
- RSZ-0062 raised after global routing: no
- Switching share of total power: 0.271
- Die y size: 120 um
- Final Wtd Congestion: 0.837
- Crit path required time: 3.92 ns
- Post-CTS Resized: 0
- Clock Latency Late Sink: 0.34 ns
- Drt initial violations: 417
- Post-CTS Setup Bufs: 0
- CTS tree: done
- Achievable Freq: 231 MHz
- Fraction of the cycle the final worst path needs: 0.883
- Total grt overflow: 0
- CP endpoint: mb_clr_val
- H-tree levels: 3
- M3 GR Usage: 0.0374
- FP Util: 0.311
- Die width: 120 um
- Pwr/cell area: 339 nW/um2
- Top-area cell share: 0.357
- Grt met1 use: 0.257
- R2R Path End: mb_slot_pend[26]
- Drt first pass iters: 6
- Final ANT Viol Nets: 0
- Syn Area/Cell: 9.40 um2
- Ys async rst share: 0
- Cell Area, Synth: 4150 um2
- Reg2Reg Setup Slack: 1.55 ns
- Post-synth regs: 74
- Root Driver: clkbuf_16
- Initial antenna violation count: 0
- HP Class: reg2reg
- Num ports: 87
- CP Max Fanout: 21
- Reg2Reg Depth: 7
- Top cells by area: dfxtp_1 36%, mux4_2 7.1%, o21ai_0 5.8%
- FF/Latch Area: 1480 um2
- # clock sinks: 74
- Largest net degree at the start of global routing: 72
- Worst Tran Pin Value: 0.872 ns
- Status: complete, no violations
- Post-synth EDFFs: 0
- Final wirelength: 11400 um
- Syn. warnings: 1
- Vias per cell: 5.57
- GR Util All Layers: 0.169
- Sequential group share of total power: 0.427
- Sw Pwr: 0.000439 W
- Reg clk slew, reported paths: 0.06 ns
- GR Util met2: 0.257
- Final Hold Viols: 0
- List of most frequent post-synthesis cells: 74 x dfxtp_1, 48 x o21ai_0, 41 x nand2_1
- Routed WL per cell: 18.2 um
- Netlist cell types: 51
- Area Overhead vs Synth: 15.0%
- Synth top cell by count: dfxtp_1
- Max_cap viols: 0
- Layout cells sized above 1: 0.148
- Tool warning count: 97
[power by group through the flow]
stage	sequential (W)	combinational [W]	clock, W
final	0.000691	0.000271	0.000657
after CTS	0.000689	0.000268	0.000662
after global routing	0.000696	0.000295	0.000690
[placed cells by master (no fill, tap or decap), types with 5 or more instances in the layout]
| master | Yosys | routed |
|---|---|---|
| nor2_1 | 8 | 8 |
| dfxtp_1 | 74 | 74 |
| clkbuf_16 | 0 | 9 |
| o21a_1 | 7 | 7 |
| nand2_1 | 41 | 41 |
| a31oi_1 | 21 | 21 |
| nand3_1 | 18 | 18 |
| a31o_2 | 8 | 8 |
| ha_1 | 12 | 12 |
| clkbuf_8 | 0 | 5 |
| o31ai_1 | 7 | 7 |
| nor3_1 | 11 | 11 |
| nor2b_1 | 9 | 9 |
| nand2b_1 | 17 | 17 |
| o21ai_2 | 7 | 7 |
| inv_1 | 18 | 18 |
| mux4_1 | 7 | 7 |
| buf_4 | 4 | 13 |
| mux4_2 | 13 | 13 |
| mux2i_1 | 15 | 15 |
| o21ai_0 | 48 | 48 |
| a21o_1 | 5 | 5 |
| a32o_1 | 9 | 9 |
| clkdlybuf4s50_1 | 0 | 21 |
| and3_1 | 8 | 8 |
[critical path: stages, from the launching register on]
cell and delay, ns:
dfxtp_1 0.87, buf_4 0.37, mux4_2 0.52, o21ai_0 0.18, and3_1 0.17, buf_4 0.25, or2_2 0.17, clkdlybuf4s50_1 0.46
[kinds of logic after synthesis]
family | share of synthesized area
XOR/XNOR | 0.00211
buffers and inverters | 0.0687
flip-flops | 0.357
AND/OR/NAND/NOR | 0.159
AND-OR/OR-AND | 0.223
multiplexers | 0.154
adder cells (fa/ha/maj) | 0.0362
[through the flow]
| step | hold slack [ns] | worst slack, ns | instance area, um2 | instances | power [W] |
|---|---|---|---|---|---|
| 2_1_floorplan | 0.441 | 1.65 | 4150 | 442 | 0.000884 |
| 3_3_place_gp | 0.456 | 0.923 | 4470 | 613 | 0.000965 |
| 3_5_place_dp | 0.460 | 0.901 | 4470 | 613 | 0.000969 |
| 4_1_cts | 0.468 | 0.519 | 4770 | 629 | 0.00162 |
| 5_1_grt | 0.497 | 0.364 | 4770 | 629 | 0.00168 |
| 6_report | 0.467 | 0.572 | 4770 | 629 | 0.00162 |
[registers in the layout, indices dropped and copies added (netlist names)]
signal,count
tail,5
head,5
mb_slot_pend,32
mb_slot_val,32
[final cells by class]
cell class                 instances  area share
multi-input combinational        309       0.500
sequential                        74       0.310
timing repair buffer              35      0.0655
clock buffer                      15      0.0624
tap                              176      0.0461
inverter                          19      0.0149
clock inverter                     1     0.00105
[how the worst min path moves through the flow]
stage	startpoint	slack (ns)	cells after the start	to
4_1_cts	mb_slot_pend[20]	0.47	2	mb_slot_pend[20]
5_1_grt	mb_slot_pend[23]	0.50	2	mb_slot_pend[23]
6_report	mb_slot_pend[20]	0.47	2	mb_slot_pend[20]
[routing by layer]
layer | vias to the layer above | wire, um
met5 | - | 0
met2 | 112 | 5250
met4 | 0 | 231
met3 | 17 | 791
li1 | 1658 | -
met1 | 1716 | 5170
Power figures rest on the tool's default switching activity, not on a simulated workload.
