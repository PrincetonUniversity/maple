### ./run.sh
#!/bin/bash
# OpenROAD 26Q1-2900-gdf79404cd8, Yosys 0.63+post, stock flow scripts
make -C /OpenROAD-flow-scripts/flow DESIGN_CONFIG=/design/flow/config.mk WORK_HOME=/design/flow/orfs finish
### ./config.mk
export PLATFORM = sky130hd
export DESIGN_NAME = rr_arbiter
export DESIGN_NICKNAME = rr_arbiter
export VERILOG_FILES = /design/flow/design.v
export SDC_FILE = /design/flow/constraint.sdc
export NUM_CORES = 4
export LEC_CHECK = 1
export CORE_AREA = 10 10 70 70
export DIE_AREA = 0 0 80 80
### ./constraint.sdc
current_design rr_arbiter

set clk_period 2.2
set clk_io_pct 0.2

create_clock -name clk0 -period $clk_period [get_ports {clk}]

set non_clock_inputs [all_inputs -no_clocks]
set_input_delay [expr $clk_period * $clk_io_pct] -clock clk0 $non_clock_inputs
set_output_delay [expr $clk_period * $clk_io_pct] -clock clk0 [all_outputs]
### ./design.v
module rr_arbiter (
arb_src,
arb_src_oh,
arb_val,
clk, reset_n, stall, valid_source
);
parameter MODE = 0;
parameter SOURCES = 3;
localparam SOURCES_WIDTH = $clog2(SOURCES);
input wire                       clk;
input wire                       reset_n;
input wire                       stall;
input wire [SOURCES-1:0]         valid_source;
output wire [SOURCES-1:0]        arb_src_oh;
output wire [SOURCES_WIDTH-1:0]  arb_src;
output wire                      arb_val;
wire [SOURCES-1:0]               b;
wire [SOURCES-1:0]               valid_in;
reg [SOURCES-1:0]                token_bit_r;
reg [SOURCES-1:0]                token_bit_nxt;
reg token_val_r;
if (SOURCES == 8) begin
    assign arb_src = {|b[7:4], |b[7:6] || |b[3:2] ,b[1]||b[3]||b[5]||b[7]};
end else if (SOURCES == 4) begin
    assign arb_src = {|b[3:2], b[1]||b[3]};
end else begin
    assign arb_src = b[1];
end
generate if (MODE == 0) begin : simple_arb
    assign b = token_bit_nxt;
    assign arb_src_oh = valid_source & b;
    assign arb_val = |arb_src_oh;
    assign valid_in = valid_source;
end else begin : next_cycle_arb
    assign b = token_bit_r;
    assign arb_src_oh = b & {SOURCES{token_val_r}};
    assign arb_val = token_val_r;
    assign valid_in = valid_source & ~arb_src_oh;
end endgenerate
wire [SOURCES-1:0]               mask;
wire [2*SOURCES-1:0]             masked_valids;
assign                           mask = ~(token_bit_r | (token_bit_r + {(SOURCES){1'b1}}));
assign                           masked_valids = {valid_in, valid_in & mask};
wire                             stall_token = stall && arb_val;
wire                             arb_en = (|valid_in) && !stall_token;
reg                              found_bit_set;
always @*
  begin : update_token
    integer i;
    token_bit_nxt = {SOURCES{1'b0}};
    found_bit_set = 1'b0;
    for (i=1; i < SOURCES*2; i=i+1)
      case (masked_valids[i] && !found_bit_set)
        1'b0 :;
        1'b1 :  
          begin
            token_bit_nxt[i%SOURCES] = 1'b1;
            found_bit_set            = 1'b1;
          end
        default :
          begin
            token_bit_nxt = {SOURCES{1'bx}};
            found_bit_set =          1'bx;
          end
      endcase
  end
always @(posedge clk) begin
  if(!reset_n)
    token_val_r <= 1'b0;
  else
    token_val_r <= arb_en || token_val_r && stall;
end
always @(posedge clk) begin
  if(!reset_n)
    token_bit_r <= {{SOURCES-1{1'b0}}, 1'b1};
  else if (arb_en)
    token_bit_r <= token_bit_nxt;
end
endmodule  
==> impl_metrics.yaml <==
# flow metrics
status:
  status: "completed"
finish:
  final_core_util_pct: 14.1
  final_area_um2: 482
  largest_register_ffs: 3
  area_growth_pct: 77.4
  final_cells: 98
  drive_gt1_share_pct: 28.8
  reg.largest.list: "token_bit_r (3)"
  regMostFlops: "token_bit_r"
yosys:
  ys_cells: 35
  syn-instance-count: 35
  yosys_area_um2: 272
  ys.flops: 3
  postSynthAreaPerCell_um2: 7.76
  ys_types: 20
  syn_area_um2: 272
  synth_seq_share_pct: 22.1
  yosysWarnings: 1
placed_design:
  post_dp_cell_area_um2: 452
  gp_congestion: 0.756
  hpwl_um: 668
  port_buffers: 10
  placed_cells: 94
worst_setup_path:
  worstPathRequired_ns: 1.76
  timing.rr.start: "token_bit_r[1]"
  path_max_fanout: 5
  worst_setup_path_start_kind: "primary input"
  critical_path_arrival_ns: 1.61
  critical_path.endpoint_type: "primary output"
  reg2reg_to: "token_bit_r[1]"
  path_cells: "dlygate4sd2_1, nand2b_1, a21oi_1, o21a_1, clkdlybuf4s50_1"
  cp_slowest_cell: "clkdlybuf4s50_1"
  critPathLaunch: "valid_source[1]"
  reg2regPathDepth: 4
  worst-setup-path-type: "in2out"
  max_stage_delay_ns: 0.48
  r2r_slack_ns: 1.06
  crit_end: "arb_src_oh[2]"
pwr:
  combPwrFrac_pct: 31.8
  switching_share_pct: 25.4
  p_seq_share_pct: 27.3
  ir_worst_vdd_mv: 0.221
  p_total_uw: 231
  p_leak_nw: 0.193
  clock_power_share_pct: 40.9
  intPower_uw: 173
  p_sw_uw: 58.9
  p_per_area_mw_per_mm2: 481
floorplanning:
  io_pins: 12
  fp-utilization_pct: 7.95
  chip_area_mm2: 0.00640
  rows: 21
  core_mm2: 0.00342
  die_w_um: 80
  die-height_um: 80
sta:
  setup_tns_ns: 0
  hold_violations: 0
  setup_viol: 0
  fin_worst_skew_ns: 0.000548
  timing.fmax_mhz: 488
  finalMaxSlewViolations: 0
  final.period_utilization_pct: 93.1
  period_needed_ns: 2.05
  rsz0062_at_grt: "no"
cts:
  postCtsHoldBufs: 0
  cts_sinks: 3
  cts-buffers-inserted: 3
  post_cts_buffers: 0
  cts.htree.levels: 1
  clkTransAtPathRegs_ns: 0.03
  clock_tree.buffer_depth: 2
  insertion_delay_ns: 0.23
  cts_tree: "yes"
  clockRootBuffer: "clkbuf_4"
grt:
  grt_util_met2_pct: 2.89
  grt_first_pass_wirelength_mm: 1.32
  grt_antenna_before_repair: 0
  grt_busiest_layer: "met1"
  grt_max_degree: 6
  grt_pass1_vias: 292
  grt_util_met1_pct: 3.78
  grt_overflow: 0
  use_met3_pct: 1.93
  grtUsageTotal_pct: 2.59
drt:
  num_antenna_cells: 0
  dr.pass1.iters: 4
  routed_wl_um: 836
  drt_iter0_drc: 9
  drc: 0
  viasPerCell: 3.12
  wire_per_inst_um: 8.53
  vias: 306
  drtAntennaViolNets: 0
worst_hold_path:
  worst_hold_path_type: "reg2reg"
job:
  warnings: 25
  cap_violations: 0
layout by cell type (no fill, tap or decap):
master	n
clkbuf_4	3
nand2_1	1
and4b_1	1
dlygate4sd2_1	2
o21ai_1	1
a21oi_1	3
nor2_1	4
conb_1	1
buf_4	6
a31o_1	1
dlymetal6s2s_1	1
o311ai_2	1
nor2b_2	1
dfxtp_1	3
and2b_4	1
nand3b_1	1
inv_1	4
o21ai_0	1
nor3_2	1
o2bb2ai_2	1
o21a_1	1
a21oi_2	1
o2bb2ai_1	1
nand2b_1	3
clkbuf_1	1
clkdlybuf4s50_1	7
cell usage after synthesis, drive strengths merged:
cell type	instances	area (um2)
inv	4	15.0
o21a	1	7.51
nand2b	3	18.8
buf	3	22.5
nor2b	1	8.76
nor3	1	10.0
nand2	1	3.75
and4b	1	10.0
o311ai	1	16.3
o2bb2ai	2	23.8
nand3b	1	7.51
a21oi	4	20.0
nor2	4	15.0
conb	1	3.75
a31o	1	8.76
and2b	1	10.0
o21ai	2	10.0
dfxtp	3	60.1
per-stage QoR:
stage	hold WS, ns	worst slack, ns
floorplan	0.513	0.863
global placement	0.577	-0.0836
detailed placement	0.564	-0.0718
CTS	0.570	0.0241
global route	0.628	0.0305
finish	0.586	0.151
worst max-delay path, delay by kind of cell:
| family | cells | cell delay (ns) |
|---|---|---|
| and+or+nand+nor | 1 | 0.15 |
| buffers and inverters | 2 | 0.75 |
| AOI/OAI and AO/OA | 2 | 0.27 |
worst min path at each step:
stage / to / start / cells after the start / slack, ns
finish: token_bit_r[0] / token_bit_r[0] / 2 / 0.59
global route: token_bit_r[0] / token_bit_r[0] / 2 / 0.63
CTS: token_bit_r[0] / token_bit_r[0] / 2 / 0.57
layout make-up:
class / count / area, um2
multi-input combinational: 25 / 178
tap: 46 / 57.6
fill: 402 / 2930
inverter: 4 / 15.0
clock buffer: 4 / 26.3
sequential: 3 / 60.1
timing repair buffer: 16 / 145
routing by layer:
metal,share of wire (%),vias up
met2,36,19
met3,12,0
met1,52,136
met5,0,-
li1,-,151
met4,0,0
logic make-up after synthesis:
| kind of cell | count (synthesis) | synth area share [%] |
|---|---|---|
| simple gates | 13 | 30.9 |
| compound gates | 11 | 31.8 |
| buf+inv | 7 | 13.8 |
| flops | 3 | 22.1 |
| other cells | 1 | 1.38 |
timing repair:
action | in CTS | in global routing
pin swaps | 0 | 1
gates resized | 2 | 2
setup endpoints to repair | 4 | 1
power by group through the flow:
stage                 Sequential [mW]  Clock, mW  Combinational (mW)
final                          0.0633     0.0946              0.0736
after global routing           0.0642      0.108              0.0824
after CTS                      0.0631     0.0992              0.0734
Power is estimated from default activity; no workload was simulated.
